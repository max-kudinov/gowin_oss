[design/flow/config.mk]
export PLATFORM = sky130hd
export DESIGN_NAME = board_top
export DESIGN_NICKNAME = board_top
export VERILOG_FILES = /design/flow/design.v
export SDC_FILE = /design/flow/constraint.sdc
export NUM_CORES = 4
export LEC_CHECK = 1
export CORE_UTILIZATION = 50
[design/flow/constraint.sdc]
current_design board_top

set clk_period 5.3
set clk_io_pct 0.2

create_clock -name clk0 -period $clk_period [get_ports {clk_i}]

set non_clock_inputs [all_inputs -no_clocks]
set_input_delay [expr $clk_period * $clk_io_pct] -clock clk0 $non_clock_inputs
set_output_delay [expr $clk_period * $clk_io_pct] -clock clk0 [all_outputs]
[design/flow/design.v]
module board_top (
    input  logic        clk_i,
    input  logic        rst_n_i,
    input  logic [3:0 ] buttons_inv_i,
    input  logic [3:0 ] switches_inv_i,
    output logic [15:0] pmod_leds_inv_o,
    output logic [7:0 ] seven_seg_inv_o
);
    logic        rst;
    logic [15:0] pmod_leds;
    logic [3:0 ] buttons;
    logic [3:0 ] switches;
    logic [7:0 ] seven_seg;
    assign rst             = ~ rst_n_i;
    assign pmod_leds_inv_o = ~ pmod_leds;
    assign buttons         = ~ buttons_inv_i;
    assign switches        = ~ switches_inv_i;
    assign seven_seg_inv_o = ~ seven_seg;
    leds_pmod i_leds_pmod (
        .clk_i       ( clk_i     ),
        .rst_i       ( rst       ),
        .buttons     ( buttons   ),
        .switches    ( switches  ),
        .pmod_leds_o ( pmod_leds ),
        .seven_seg_o ( seven_seg )
    );
endmodule
module leds_pmod (
    input  logic        clk_i,
    input  logic        rst_i,
    input  logic [3:0]  buttons,
    input  logic [3:0]  switches,
    output logic [15:0] pmod_leds_o,
    output logic [7:0 ] seven_seg_o
);
    logic [21:0] cnt;
    logic [7:0] seven_seg_cnt;
    logic [10:0] refresh_cnt;
    logic enable;
    logic switch;
    logic [3:0] digit;
    always_ff @(posedge clk_i)
        if (rst_i)
            seven_seg_cnt <= '0;
        else if (enable) begin
            if (switches[1])
                seven_seg_cnt <= seven_seg_cnt + 1'b1;
            else
                seven_seg_cnt <= seven_seg_cnt - 1'b1;
        end
    always_ff @(posedge clk_i)
        if (rst_i)
            refresh_cnt <= '0;
        else
            refresh_cnt <= refresh_cnt + 1'b1;
    always_ff @(posedge clk_i)
        if (rst_i)
            cnt <= '0;
        else
            cnt <= cnt + 1'b1;
    assign enable = cnt == 0;
    assign seven_seg_o[0] = switch;
    always_ff @(posedge clk_i)
        if (rst_i)
            pmod_leds_o     <= '0;
        else if (enable) begin
            if (switches[0])
                pmod_leds_o <= { pmod_leds_o[14:0], buttons[0] | pmod_leds_o[15] };
            else
                pmod_leds_o <= { buttons[0] | pmod_leds_o[0], pmod_leds_o[15:1] };
        end
    always @(posedge clk_i)
        if (rst_i)
            switch <= '0;
        else if (refresh_cnt == 0)
            switch <= ~ switch;
    always_comb begin
        digit = 4'(seven_seg_cnt >> switch * 4);
        case (digit)
            4'd0:  seven_seg_o[7:1] = 7'b1111110;
            4'd1:  seven_seg_o[7:1] = 7'b0110000;
            4'd2:  seven_seg_o[7:1] = 7'b1101101;
            4'd3:  seven_seg_o[7:1] = 7'b1111001;
            4'd4:  seven_seg_o[7:1] = 7'b0110011;
            4'd5:  seven_seg_o[7:1] = 7'b1011011;
            4'd6:  seven_seg_o[7:1] = 7'b1011111;
            4'd7:  seven_seg_o[7:1] = 7'b1110000;
            4'd8:  seven_seg_o[7:1] = 7'b1111111;
            4'd9:  seven_seg_o[7:1] = 7'b1111011;
            4'd10: seven_seg_o[7:1] = 7'b1110111;
            4'd11: seven_seg_o[7:1] = 7'b0011111;
            4'd12: seven_seg_o[7:1] = 7'b1001110;
            4'd13: seven_seg_o[7:1] = 7'b0111101;
            4'd14: seven_seg_o[7:1] = 7'b1001111;
            4'd15: seven_seg_o[7:1] = 7'b1000111;
        endcase
    end
endmodule
[design/flow/run.sh]
#!/bin/bash
# OpenROAD 26Q1-2900-gdf79404cd8, Yosys 0.63+post, stock flow scripts
make -C /OpenROAD-flow-scripts/flow DESIGN_CONFIG=/design/flow/config.mk WORK_HOME=/design/flow/orfs finish
==> metrics.yaml <==
run_status:
  outcome: "complete, no violations"
pwr:
  pwr-share-comb_pct: 27.3
  swShare_pct: 28.3
  p_sw_mw: 0.350
  pwr-share-clk_pct: 31.6
  ir_drop_v: 0.000185
  leakagePower_nw: 1.53
  seqPwrFrac_pct: 41.1
  p_per_area_nw_per_um2: 336
  finalPower_mw: 1.24
  p_int_mw: 0.886
finish:
  stdcell_count: 475
  fillers: 537
  final-seq-area_um2: 1160
  drive_above_1_share_pct: 6.75
  area_delta_synth_final_pct: 16.5
  layout.area.comb_um2: 1820
synthesis:
  synth_top_area_share_pct: 36.8
  ys_area_um2: 3160
  netlist_area_um2: 3160
  syn_inst: 368
  synth_stat.cells: 368
  synthArstFlopShare_pct: 0
  syn_area_per_cell_um2: 8.58
  edf_count: 0
  area_leaders: "dfxtp_1 (37%), ha_1 (6.3%), nor2_1 (5.9%)"
  ys_warn_count: 1
  ys_seq_share_pct: 36.8
  top_area_cell: "dfxtp_1"
  synth-seq-cells: 58
  synthFlopType: "dfxtp_1"
  synth_cell_types: 54
cts:
  clk_path_buf_depth: 2
  path_clk_slew_ps: 60
  cts_tree: "built"
  root_buffer: "clkbuf_8"
  holdBufCountCts: 0
  numCtsBuffers: 9
  cts_resized: 0
  postCtsSetupBuffers: 0
  h-tree-depth: 3
  cts_sinks: 58
  clk_latency_ps: 330
drt:
  drcViolationCount: 0
  totalWireLength_um: 5930
  firstDrtPassIters: 4
  ant_nets: 0
  diodes: 0
  avgViaCountPerCell: 5.44
  dr_total_vias: 2582
  avgRoutedWirePerCell_um: 12.5
  drtIter0Drc: 105
timing:
  finClkSkew_ps: 7.58
  worst_pin_slew_ps: 754
  rsz0062_at_grt: "no"
  slew_violations: 0
  finalSetupViolCount: 0
  relSlewSlack_pct: 49.3
  hold-worst-slack_ps: 467
  hold_violations: 0
  finalCritPeriodShare_pct: 72.9
  finalSetupTns_ps: 0
  period_minus_slack_ps: 3860
  max_freq_ghz: 0.259
global_route:
  grt_busiest_layer: "met2"
  met2_usage_pct: 30.6
  gr-usage-met3_pct: 5.19
  antenna_found_initial: 0
  grt_use_met1_pct: 28.5
  track_usage_pct: 19.5
  grt_max_degree: 39
  grt_pass1_wl_um: 9960
  grt-ovfl-total: 0
  grt_pass1_vias: 2245
floorplan:
  rows: 28
  fp_util_pct: 52.7
  die_x_um: 81.5
  die_h_um: 81.5
  fp.dieArea_um2: 6640
  io_pins: 34
  fp.coreArea_um2: 5990
critical_path:
  critPathMaxStageDelay_ps: 620
  crit_family: "AND-OR/OR-AND gates"
  crit_type: "reg2out"
  critPathLaunchType: "flip-flop"
  path_common_cell: "inv_1"
  end_kind: "primary output"
  required_ps: 4240
  cp_max_fo: 7
  worstPathCellList: "inv_1 > a21boi_0 > inv_1 > ha_1 > nand2_1 > o21ai_0 > a22o_1 > clkdlybuf4s50_1"
  crit_slowest_cell: "a21boi_0"
  critical_path_buf_inv_count: 3
  cp_data_arrival_time_ps: 2800
place:
  dp.cells: 460
  place_congestion: 0.866
  numPortBuffers: 28
  dp_hpwl_um: 3990
flow_run:
  warnings: 38
  maxCapViolCount: 0
min_path:
  hold_class: "reg2reg"
cells in the mapped netlist (all sizes together) (2+ instances only):
| library cell | n |
|---|---|
| a2111oi | 2 |
| a211oi | 4 |
| a21boi | 2 |
| a21o | 2 |
| a21oi | 8 |
| a32o | 2 |
| and2 | 2 |
| and3 | 2 |
| and4 | 4 |
| buf | 6 |
| clkbuf | 9 |
| dfxtp | 58 |
| ha | 16 |
| inv | 28 |
| mux2 | 2 |
| mux2i | 5 |
| nand2 | 38 |
| nand2b | 3 |
| nand3 | 21 |
| nand4 | 6 |
| nor2 | 50 |
| nor2b | 2 |
| nor4 | 9 |
| nor4b | 3 |
| o211a | 14 |
| o211ai | 15 |
| o21ai | 6 |
| or3 | 2 |
| or4 | 2 |
| xnor2 | 10 |
| xor2 | 19 |
metal layers:
metal	share of wire, %	wire, µm
met4	0.74	44
met1	51	3020
met5	0	0
met3	4.5	265
met2	44	2600
per-stage QoR:
stage	worst slack, ps	instance area (µm²)	utilization (%)
3_5_place_dp	1750	3490	58.3
6_report	1440	3680	61.4
5_1_grt	1100	3680	61.4
4_1_cts	1380	3680	61.4
3_3_place_gp	1780	3490	58.3
2_1_floorplan	2440	3160	-
logic make-up after synthesis:
kind of cell	after synthesis	synth area share (%)
mux	7	2.30
simple gates	147	23.7
compound gates	67	16.7
fa+ha+maj	17	6.97
xor+xnor	29	8.04
flops	58	36.8
buf+inv	43	5.55
power groups by stage:
stage | Clock (mW) | Sequential [mW] | Combinational [mW]
4_1_cts | 0.405 | 0.507 | 0.340
5_1_grt | 0.428 | 0.513 | 0.384
6_report | 0.390 | 0.507 | 0.338
final cells by class:
type                            instances  share of cell area [%]
Clock buffer                           13                    4.05
Clock inverter                          2                    1.02
Inverter                               28                    2.86
Multi-Input combinational cell        267                    49.5
Sequential cell                        58                    31.6
Tap cell                               75                    2.55
Timing Repair Buffer                   32                    8.44
tightest hold or removal path, delay by kind of cell, from the launching register on:
kind | cells | cell delay [ps]
simple gates | 1 | 70
flops | 1 | 310
compound gates | 1 | 40
final timing paths:
| check | end | depth (start not counted) | startpoint | slack (ps) |
|---|---|---|---|---|
| setup / recovery | seven_seg_inv_o[2] | 8 | i_leds_pmod.switch | 1440 |
| hold / removal | i_leds_pmod.pmod_leds_o[0] | 2 | i_leds_pmod.pmod_leds_o[0] | 470 |
| setup reg to reg | i_leds_pmod.seven_seg_cnt[6] | 7 | i_leds_pmod.cnt[0] | 3120 |
| hold reg to reg | i_leds_pmod.pmod_leds_o[0] | 2 | i_leds_pmod.pmod_leds_o[0] | 470 |
cells in the final DEF (no fill, tap or decap), types with 2 or more instances in the layout:
master,n
dfxtp_1,58
nor2_1,50
nand2_1,38
inv_1,28
clkdlybuf4s50_1,28
nand3_1,21
xor2_1,19
ha_1,16
o211ai_1,15
o211a_1,14
xnor2_1,10
clkbuf_8,10
a21oi_1,7
o21ai_0,6
nand4_1,6
mux2i_1,5
nor4_1,5
nor4_2,4
and4_1,4
buf_4,4
a211oi_1,3
nand2b_1,3
clkbuf_1,3
a21boi_0,2
mux2_2,2
a32o_1,2
a21o_1,2
nor4b_2,2
nor2b_1,2
a2111oi_0,2
and3_1,2
and2_1,2
or3_1,2
or4_1,2
sequential cells by signal, indices dropped and copies added (netlist names):
name / cells
i_leds_pmod.seven_seg_cnt: 8
i_leds_pmod.refresh_cnt: 11
i_leds_pmod.pmod_leds_o: 16
i_leds_pmod.cnt: 22
i_leds_pmod.switch: 1
Power and IR drop assume default switching activity.
